`flow/run.sh`:
```
#!/bin/bash
# OpenROAD 26Q1-2900-gdf79404cd8, Yosys 0.63+post, stock flow scripts
make -C /OpenROAD-flow-scripts/flow DESIGN_CONFIG=/design/flow/config.mk WORK_HOME=/design/flow/orfs finish
```
`flow/config.mk`:
```
export PLATFORM = sky130hd
export DESIGN_NAME = five_stage_pipelined_rv32i_core
export DESIGN_NICKNAME = five_stage_pipelined_rv32i_core
export VERILOG_FILES = /design/flow/design.v
export SDC_FILE = /design/flow/constraint.sdc
export NUM_CORES = 4
export LEC_CHECK = 1
export CORE_UTILIZATION = 40
```
`flow/constraint.sdc`:
```
current_design five_stage_pipelined_rv32i_core

set clk_period 40.3
set clk_io_pct 0.2

create_clock -name clk0 -period $clk_period [get_ports {clk}]

set non_clock_inputs [all_inputs -no_clocks]
set_input_delay [expr $clk_period * $clk_io_pct] -clock clk0 $non_clock_inputs
set_output_delay [expr $clk_period * $clk_io_pct] -clock clk0 [all_outputs]
```
`flow/design.v`:
```
`timescale 1ns / 1ps
module five_stage_pipelined_rv32i_core(
    input clk,
    input rst,
    output [31:0] instruction_address,
    input [31:0] instruction,
    output mem_write,
    output mem_read,
    output byte_op,
    output half_op,
    output [31:0] mem_address,
    input [31:0] mem_data_from_mem,
    output [31:0] mem_data_to_mem
);
    wire [31:0] pc_in_add, pc_out_add;
    pc pc_instance(
        .clk(clk), 
        .rst(rst), 
        .jump_address(pc_in_add), 
        .pc_next(pc_out_add)
    );
    assign instruction_address = pc_out_add;
    wire [31:0] sign_ext_out_shifted;
    wire [31:0] sign_ext_out;
    wire [31:0] u_type_immediate, jal_offset, s_type_immediate, b_type_immediate;
    sign_ext_12_to_32 sign_ext_12_to_32_instance(
        .instruction(instruction), 
        .out(sign_ext_out), 
        .b_type_immediate(b_type_immediate),
        .u_type_immediate(u_type_immediate),
        .jal_offset(jal_offset),
        .s_type_immediate(s_type_immediate)
    );
    wire func3, reg_write_control;
    wire [1:0] alu_op_control, pc_src, alu_src_control;
    wire [2:0] mem_to_reg_control;
    control_unit control_unit_instance(
        .opcode(instruction[6:0]),
        .func3(instruction[14:12]), 
        .mem_read(mem_read), 
        .mem_write(mem_write), 
        .alu_src(alu_src_control), 
        .reg_write(reg_write_control),
        .alu_op(alu_op_control), 
        .mem_to_reg(mem_to_reg_control),
        .pc_src(pc_src),
        .byte_op(byte_op),
        .half_op(half_op),
        .unsigned_op(unsigned_op)
    );
    wire [31:0] load_op_data;
    load_op load_op_instance(
        .byte_op(byte_op),
        .half_op(half_op),
        .unsigned_op(unsigned_op),
        .byte_offset(mem_address[1:0]),
        .data_from_mem(mem_data_from_mem),
        .op_data(load_op_data)
    );
    wire [3:0] alu_control_unit;
    wire invert;
    alu_control alu_control_instance(
        .alu_op(alu_op_control),
        .fun3(instruction[14:12]),
        .fun7(instruction[31:25]),
        .out(alu_control_unit),
        .invert(invert)
    );
    wire [1:0] pc_src_control;
    wire zero_flag;
    pc_src_control pc_src_control_instance(
        .pc_mux_control(pc_src),
        .zero_flag(zero_flag),
        .pc_control(pc_src_control)
    );
    wire [31:0] rs1, rs2, reg_write_data;
    reg_file reg_file_instance(
        .clk(clk),
        .rst(rst),
        .dest_reg(instruction[11:7]), 
        .src1_reg(instruction[19:15]), 
        .src2_reg(instruction[24:20]),
        .reg_write_data(reg_write_data),
        .reg_write_control(reg_write_control),
        .src1_reg_value(rs1), 
        .src2_reg_value(rs2)
    );
    assign mem_data_to_mem = rs2;
    wire [31:0] alu_src_value;
    mux_4X1 alu_src_mux(
        .in0(rs2),
        .in1(sign_ext_out),
        .in2(s_type_immediate),
        .in3(0),
        .sel(alu_src_control),
        .out(alu_src_value)
    ); 
    wire [31:0] alu_out;
    main_alu main_alu_instance(
        .invert(invert),
        .src1(rs1), 
        .src2(alu_src_value),
        .operation(alu_control_unit),
        .zero_flag(zero_flag),
        .out(alu_out)
    );
    assign mem_address = alu_out;
    wire [31:0] pc_plus_4;
    adder32 adder32_instance_const4(
        .in1(4),
        .in2(pc_out_add),
        .out(pc_plus_4)
    );
    wire [31:0] pc_plus_immediate_out;
    adder32 adder32_instance_immediate(
        .in1(pc_out_add),
        .in2(b_type_immediate),
        .out(pc_plus_immediate_out)
    );
    wire [31:0] jal_pc;
    adder32 jal_adder(
        .in1(pc_out_add),
        .in2(jal_offset),
        .out(jal_pc)
    );
    wire [31:0] jalr_pc;
    assign jalr_pc = {alu_out[31:1], 1'b0};
    mux_4X1 pc_mux(
        .in0(pc_plus_4),
        .in1(pc_plus_immediate_out),
        .in2(jal_pc), 
        .in3(jalr_pc), 
        .sel(pc_src_control),
        .out(pc_in_add)
    );
    wire [31:0] pc_plus_u_type_immediate;
    adder32 u_type_adder(
        .in1(u_type_immediate),
        .in2(pc_out_add),
        .out(pc_plus_u_type_immediate)
    );
    mux_5x1 reg_write_mux(
        .in0(alu_out),
        .in1(load_op_data),
        .in2(pc_plus_4), 
        .in3(u_type_immediate), 
        .in4(pc_plus_u_type_immediate),
        .sel(mem_to_reg_control),
        .out(reg_write_data)
    );
endmodule
`timescale 1ns / 1ps
module adder32(
    input [31:0] in1,
    input [31:0] in2,
    output [31:0] out
    );
    assign out = in1 + in2;
endmodule
`timescale 1ns / 1ps
module alu_control(
    input [1:0] alu_op,
    input [2:0] fun3,
    input [6:0] fun7,
    output reg [3:0] out,
    output reg invert
    );
    always @(*) begin
    invert = 0;
        case(alu_op) 
            2'b00: out = 4'd2; 
            2'b01: begin     
                case (fun3)
                    3'b000: out = 4'd3;   
                    3'b001: begin out = 4'd3; invert = 1; end   
                    3'b100: begin out = 4'd6; invert = 1; end   
                    3'b101: begin out = 4'd6; invert = 0; end 
                    3'b110: begin out = 4'd7; invert = 1; end  
                    3'b111: begin out = 4'd7; invert = 0; end
                    default: out = 4'd0;
                endcase
            end
            2'b10: begin       
                case ({fun7[5], fun3})   
                    4'b0000: out = 4'd2;  
                    4'b0111: out = 4'd0;  
                    4'b0110: out = 4'd1;  
                    4'b0100: out = 4'd4;  
                    4'b0010: out = 4'd6;  
                    4'b0011: out = 4'd7;  
                    4'b0001: out = 4'd5; 
                    4'b1000: out = 4'd2;  
                    4'b1111: out = 4'd0;  
                    4'b1110: out = 4'd1;  
                    4'b1100: out = 4'd4;  
                    4'b1010: out = 4'd6;  
                    4'b1011: out = 4'd7;  
                    4'b1001: out = 4'd5; 
                    4'b0101: out = 4'd8; 
                    4'b1101: out = 4'd9; 
                    default: out = 4'd0;
                endcase
            end
            2'b11: begin        
                case ({fun7[5], fun3})
                    4'b0000: out = 4'd2;  
                    4'b1000: out = 4'd3; 
                    4'b0111: out = 4'd0; 
                    4'b0110: out = 4'd1; 
                    4'b0100: out = 4'd4; 
                    4'b0001: out = 4'd5; 
                    4'b0101: out = 4'd8; 
                    4'b1101: out = 4'd9; 
                    4'b0010: out = 4'd6;  
                    4'b0011: out = 4'd7;  
                    default: out = 4'd0;
                endcase
            end          
        endcase 
    end
endmodule
`timescale 1ns / 1ps
module control_unit (
    input [6:0] opcode,
    input [2:0] func3,
    output reg byte_op,
    output reg half_op,
    output reg unsigned_op, 
    output reg mem_read, mem_write, reg_write,
    output reg [1:0] alu_op, pc_src, alu_src,
    output reg [2:0] mem_to_reg
);
    always @(*) begin
        mem_read   = 0;
        mem_write  = 0;
        reg_write  = 0;
        alu_src    = 0;
        alu_op     = 2'b00;
        pc_src     = 2'b00;
        mem_to_reg = 3'b000;
        byte_op = 0;
        half_op = 0;
        unsigned_op = 0;
        if (opcode == 7'd3 || opcode == 7'd35) begin
            case (func3)
                3'd0: begin  
                    byte_op = 1;
                    half_op = 0;
                    unsigned_op = 0;
                end
                3'd1: begin  
                    byte_op = 0;
                    half_op = 1;
                    unsigned_op = 0;
                end
                3'd2: begin  
                    byte_op = 0;
                    half_op = 0;
                    unsigned_op = 0;
                end
                3'd4: begin  
                    byte_op = 1;
                    half_op = 0;
                    unsigned_op = 1;
                end
                3'd5: begin  
                    byte_op = 0;
                    half_op = 1;
                    unsigned_op = 1;
                end
            endcase
        end
        case (opcode)
            7'd51: begin
            alu_src = 0;
            mem_to_reg = 3'b000;
            reg_write = 1;
            mem_read = 0;
            mem_write = 0;
            alu_op = 2'b11;
            pc_src = 2'b00;
            end
            7'd19: begin
            alu_src = 1;
            mem_to_reg = 3'b000;
            reg_write = 1;
            mem_read = 0;
            mem_write = 0;
            alu_op = 2'b10;
            pc_src = 2'b00;
            end
            7'd3: begin
            alu_src = 1;
            mem_to_reg = 3'b001;
            reg_write = 1;
            mem_read = 1;
            mem_write = 0;
            alu_op = 2'b00;
            pc_src = 2'b00;
            end
            7'd35: begin
            alu_src = 2;
            mem_to_reg = 3'b000; 
            reg_write = 0;
            mem_read = 0;
            mem_write = 1;
            alu_op = 2'b00;
            pc_src = 2'b00;
            end
            7'd99: begin
            alu_src = 0;
            mem_to_reg = 3'b000; 
            reg_write = 0;
            mem_read = 0;
            mem_write = 0;
            alu_op = 2'b01;
            pc_src = 2'b01;
            end
            7'd111: begin
            alu_src = 0;
            mem_to_reg = 3'b010; 
            reg_write = 1;
            mem_read = 0;
            mem_write = 0;
            alu_op = 2'b00; 
            pc_src = 2'b10;
            end
            7'd103: begin
            alu_src = 1;
            mem_to_reg = 3'b010; 
            reg_write = 1;
            mem_read = 0;
            mem_write = 0;
            alu_op = 2'b00;
            pc_src = 2'b11;
            end
            7'd55: begin
            alu_src = 0;
            mem_to_reg = 3'b011; 
            reg_write = 1;
            mem_read = 0;
            mem_write = 0;
            alu_op = 2'b00;
            pc_src = 2'b00;
            end
            7'd23: begin
            alu_src = 0;
            mem_to_reg = 3'b100; 
            reg_write = 1;
            mem_read = 0;
            mem_write = 0;
            alu_op = 2'b00;
            end
        endcase
    end
endmodule
`timescale 1ns / 1ps
module load_op(
    input byte_op,
    input half_op,
    input unsigned_op,
    input [1:0] byte_offset,
    input [31:0] data_from_mem,
    output reg [31:0] op_data
);
    always @(*) begin
        if(byte_op) begin
            case(byte_offset)
            2'b00:
            op_data = unsigned_op ?
                {24'b0, data_from_mem[7:0]} :
                {{24{data_from_mem[7]}}, data_from_mem[7:0]};
            2'b01:
            op_data = unsigned_op ?
                {24'b0, data_from_mem[15:8]} :
                {{24{data_from_mem[15]}}, data_from_mem[15:8]};
            2'b10:
            op_data = unsigned_op ?
                {24'b0, data_from_mem[23:16]} :
                {{24{data_from_mem[23]}}, data_from_mem[23:16]};
            2'b11:
            op_data = unsigned_op ?
                {24'b0, data_from_mem[31:24]} :
                {{24{data_from_mem[31]}}, data_from_mem[31:24]};
            endcase
        end else if(half_op) begin
            case(byte_offset[1])
            1'b0:
            op_data = unsigned_op ?
                {16'b0, data_from_mem[15:0]} :
                {{16{data_from_mem[15]}}, data_from_mem[15:0]};
            1'b1:
            op_data = unsigned_op ?
                {16'b0, data_from_mem[31:16]} :
                {{16{data_from_mem[31]}}, data_from_mem[31:16]};
            endcase
        end else begin
            op_data = data_from_mem;
        end
    end
endmodule
`timescale 1ns / 1ps
module main_alu(
    input invert,
    input [31:0] src1, src2,
    input [3:0] operation,
    output reg zero_flag,
    output reg [31:0] out
);
    always @(*) begin
        case (operation)
            4'b0000: out = src1 & src2;              
            4'b0001: out = src1 | src2;              
            4'b0010: out = src1 + src2;            
            4'b0011: out = src1 - src2;            
            4'b0100: out = src1 ^ src2;            
            4'b0101: out = src1 << src2[4:0];      
            4'b0110: out = ($signed(src1) < $signed(src2)) ? 1 : 0; 
            4'b0111: out = (src1 < src2) ? 1 : 0;  
            4'b1000: out = src1 >> src2[4:0];        
            4'b1001: out = $signed(src1) >>> src2[4:0]; 
            default: out = 32'h0;
        endcase
        if (invert == 1'b0)
            zero_flag = (out == 32'h0) ? 1'b1 : 1'b0; 
        else
            zero_flag = (out == 32'h0) ? 1'b0 : 1'b1;  
    end
endmodule
`timescale 1ns / 1ps
module mux_4X1(
    input [31:0] in0,
    input [31:0] in1,
    input [31:0] in2,
    input [31:0] in3,
    input [1:0]sel,
    output reg [31:0] out
    );
    always @(*) begin
        case(sel)
            2'b00: out = in0;
            2'b01: out = in1;
            2'b10: out = in2;
            2'b11: out = in3;
        endcase
    end
endmodule
`timescale 1ns / 1ps
module mux_5x1 (
    input  [31:0] in0,
    input  [31:0] in1,
    input  [31:0] in2,
    input  [31:0] in3,
    input  [31:0] in4,
    input  [2:0]  sel,
    output reg [31:0] out
);
    always @(*) begin
        case (sel)
            3'b000: out = in0;
            3'b001: out = in1;
            3'b010: out = in2;
            3'b011: out = in3;
            3'b100: out = in4;
            default: out = 32'b0;
        endcase
    end
endmodule
`timescale 1ns / 1ps
module pc(
    input clk,
    input rst,
    input [31:0] jump_address,
    output reg [31:0] pc_next
);
    reg [31:0] pc_value;
    always @(posedge clk or posedge rst) begin
        if (rst) begin
            pc_value <= 32'b0;   
        end else begin
            pc_value <= jump_address;
        end
    end
    always @(*) begin
        pc_next = pc_value;  
    end
endmodule
`timescale 1ns / 1ps
module pc_src_control(
    input [1:0] pc_mux_control,
    input zero_flag,
    output reg [1:0] pc_control
    );
    always @(*) begin
        if(pc_mux_control == 2'b01 && zero_flag == 1) begin
            pc_control = 01;
        end else if(pc_mux_control == 2'b10 || pc_mux_control == 2'b11) begin
            pc_control = pc_mux_control;
        end else begin
            pc_control = 00;
        end
    end
endmodule
`timescale 1ns / 1ps
module reg_file (
    input clk,
    input rst,
    input [4:0] dest_reg, src1_reg, src2_reg,
    input [31:0] reg_write_data,
    input reg_write_control,
    output [31:0] src1_reg_value, src2_reg_value
);
    reg [31:0] registers [0:31];
   integer i;
    always @(posedge clk or posedge rst) begin
        if (rst) begin
            for (i = 0; i < 32; i = i + 1)
                registers[i] <= 32'd0;
        end else if (reg_write_control && dest_reg != 0) begin
            registers[dest_reg] <= reg_write_data;
        end
    end
    assign src1_reg_value = registers[src1_reg];
    assign src2_reg_value = registers[src2_reg];
endmodule
`timescale 1ns / 1ps
module sign_ext_12_to_32(
    input [31:0] instruction,
    output [31:0] out, u_type_immediate, jal_offset, s_type_immediate, b_type_immediate
    );
    assign b_type_immediate = { {20{instruction[31]}}, instruction[7], instruction[30:25], instruction[11:8], 1'b0 };
    assign jal_offset = { {12{instruction[31]}}, instruction[19:12], instruction[20], instruction[30:21], 1'b0 };
    assign out = {{20{instruction[31]}}, instruction[31:20]};
    assign s_type_immediate = {{20{instruction[31]}}, instruction[31:25], instruction[11:7]};   
    assign u_type_immediate = {instruction[31:12], 12'b0};
endmodule
```
==> flow_summary.rst <==
Implementation results
======================

.. list-table::
   :header-rows: 1

   * - Metric
     - Value
   * - Die width
     - 406.1 µm
   * - Count of hold-fix buffers inserted at cts
     - 0
   * - Kind of end point of the critical path
     - primary output
   * - Root Buffer
     - sky130_fd_sc_hd__clkbuf_16
   * - Die Footprint
     - 164900 µm²
   * - Unrepaired setup endpoints after global routing
     - no
   * - Pin count of the biggest net entering global routing
     - 110
   * - Top cell type's share of synthesized area
     - 40.43%
   * - Leakage power
     - 32.68 nW
   * - Asr flop ratio synth
     - 100.0%
   * - Arr. time, crit path
     - 17.43 ns
   * - Worst setup path class
     - input pin to primary output
   * - Synthesized cell area
     - 65310 µm²
   * - Type of element launching the critical path
     - input pin
   * - Dominant flop cell
     - sky130_fd_sc_hd__dfrtp_1
   * - Avg Synthesized Cell Area
     - 8.001 µm²
   * - Post-CTS Repair Setup Buffers
     - 0
   * - Clock tree from TritonCTS
     - yes
   * - Highest clock rate
     - 0.03923 GHz
   * - Worst slew slack as a fraction of its limit
     - 6.747%
   * - Antenna violations before repair
     - 27
   * - Setup ws final
     - 14.81 ns
   * - Average routed wire per standard cell
     - 37.65 µm
   * - Non-Filler Instances
     - 10300
   * - Final max-slew violation count
     - 0
   * - Final Hold Violating Endpoints
     - 0
   * - DRT Pass-1 Iters
     - 10
   * - Measured slew at the worst slew-check pin
     - 1.364 ns
   * - Starting density of the core
     - 40.49%
   * - Die y size
     - 406.1 µm
   * - Top cells by area
     - sky130_fd_sc_hd__dfrtp_1 (40%), sky130_fd_sc_hd__a21oi_1 (7.4%), sky130_fd_sc_hd__nand3_1 (7.1%)
   * - Via count normalized by instance count
     - 6.942
   * - Number of nets with antenna violations after detailed routing
     - 0
   * - Standard cell area after detailed placement
     - 70150 µm²
   * - Number of DRC violations after detailed routing
     - 0
   * - Design area
     - 74210 µm²
   * - Slowest cell on the critical path
     - sky130_fd_sc_hd__nor2_4
   * - Detailed Place HPWL
     - 257600 µm
   * - Class of the tightest hold or removal check
     - register to register
   * - Total wire length
     - 388000 µm
   * - Number of standard cells reported by yosys
     - 8162
   * - Worst Clk Skew
     - 0.04829 ns
   * - Minimum clock period
     - 25.49 ns
   * - Quantity of gates resized following cts
     - 0
   * - Warning count from the yosys run
     - 11
   * - Final number of setup-violating endpoints
     - 0
   * - Max-cap viol count
     - 0
   * - Commonest non-fill, non-tap cell in the layout
     - sky130_fd_sc_hd__dfrtp_1
   * - Overall Power
     - 3.273 mW
   * - IO buf count
     - 164
   * - Footprint of the multi-input gates
     - 36140 µm²
   * - Data required time of the critical path
     - 32.24 ns
   * - Core area
     - 161300 µm²
   * - Maximum fanout count along the critical path
     - 27
   * - Post-layout period usage of the worst path
     - 63.24%
   * - Tally of unique sky130hd cells used after synthesis
     - 101
   * - Pre-CTS setup slack
     - 15.16 ns
   * - Commonest cells after routing, fill and taps aside
     - sky130_fd_sc_hd__dfrtp_1 (1055), sky130_fd_sc_hd__nor2_1 (1027), sky130_fd_sc_hd__a21oi_1 (962)
   * - Gate Count Post-Synth
     - 8162
   * - IO Count
     - 166
   * - Number of clock buffers inserted by TritonCTS
     - 116
   * - YS chip area
     - 65310 µm²
   * - Number of instances in the placed design
     - 10070
   * - First-pass GRT wire length
     - 538300 µm
   * - Sequential cell area
     - 26400 µm²
   * - Worst IR Drop VDD
     - 0.03808 mV
   * - Layout area overhead
     - 13.63%
   * - Detailed router's first-iteration violation count
     - 10320
   * - Largest stage delay on the critical path
     - 0.77 ns
   * - Power Density
     - 44.11 nW/µm²
   * - Number of global-route vias before repair
     - 67130
   * - CTS H-tree depth
     - 3
   * - OpenROAD warnings
     - 98
   * - Count of flip-flops with a built-in enable after synthesis
     - 0
   * - Overall track demand over capacity in global routing
     - 48.41%
   * - Clock slew at reported path FFs
     - 0.06 ns
   * - Buffer levels on the longest clock path
     - 3
   * - Fraction of layout cells with a size suffix above 1
     - 9.441%
   * - Number of storage elements in the synthesis netlist
     - 1055
   * - Result of the run
     - completed
   * - Largest area contributor in the netlist
     - sky130_fd_sc_hd__dfrtp_1
   * - Site row count
     - 147
   * - Sinks on the clock net
     - 1055
   * - Final Wtd Congestion
     - 1.090
   * - Filler Cells Inserted
     - 15550
   * - Final total negative setup slack
     - 0 ns
   * - Detailed-route via count
     - 71530
   * - Clock insertion delay at the later pin of the skew report
     - 0.81 ns
   * - Leftover overflow at the end of global routing
     - 0
   * - Seq/Total Area, Yosys
     - 40.43%
==> state kept, by name, indices dropped and copies added, names as in the netlist <==
name,flops
reg_file_instance.registers,1024
pc_instance.pc_value,31
==> logic make-up (layout without fill, tap and decap cells) <==
family / Yosys count / in the layout / share of synthesized area [%]
AND-OR/OR-AND: 2458 / 2458 / 23.86
XOR/XNOR: 94 / 94 / 1.261
adder cells (fa/ha/maj): 156 / 156 / 3.035
buffers and inverters: 913 / 875 / 5.593
flip-flops: 1055 / 1055 / 40.43
multiplexers: 101 / 101 / 1.619
other: 1 / 21 / 0.005742
AND/OR/NAND/NOR: 3384 / 3384 / 24.20
==> path summary, 6_finish.rpt <==
kind                                                                startpoint                                               to  slack (ns)  cells after the start
max in group asynchronous                                                  rst   reg_file_instance.registers[12][4]$_DFFE_PP0P_       28.59                      7
worst min-delay path            reg_file_instance.registers[0][25]$_DFFE_PP0P_   reg_file_instance.registers[0][25]$_DFFE_PP0P_        0.40                      0
worst max register to register   reg_file_instance.registers[8][0]$_DFFE_PP0P_               pc_instance.pc_value[12]$_DFF_PP0_       30.40                     30
min in group asynchronous                                                  rst  reg_file_instance.registers[28][22]$_DFFE_PP0P_        7.77                      2
worst max-delay path                                           instruction[24]                                  mem_address[26]       14.81                     28
worst min register to register  reg_file_instance.registers[0][25]$_DFFE_PP0P_   reg_file_instance.registers[0][25]$_DFFE_PP0P_        0.40                      0
==> cell type report <==
type | instances | area share (%)
clock buffers | 154 | 4.471
repair buffers | 528 | 5.942
well taps | 2160 | 3.642
diodes | 20 | 0.06744
multi-input cells | 6194 | 48.70
flip-flops and latches | 1055 | 35.58
clock inverters | 62 | 0.9324
inverters | 131 | 0.6727
==> metal layers <==
layer  GRT usage, %  wire length, µm  share of wire [%]
met1          64.33           144800                 37
met2          62.59           151400                 39
met3          26.25            61000                 16
met4          27.18            29860                7.7
met5          3.717              875               0.23
==> power by group <==
| group | switching [mW] | internal (mW) |
|---|---|---|
| Sequential | 0.109 | 1.14 |
| Clock | 0.498 | 0.645 |
| Combinational | 0.599 | 0.282 |
| Total | 1.21 | 2.07 |
==> synthesized netlist by cell type, types with 39 or more instances <==
library cell,instances
sky130_fd_sc_hd__a211oi_1,41
sky130_fd_sc_hd__nor4_1,88
sky130_fd_sc_hd__nor2_1,1081
sky130_fd_sc_hd__buf_2,138
sky130_fd_sc_hd__nand2_1,637
sky130_fd_sc_hd__nand4_1,239
sky130_fd_sc_hd__nor3_1,97
sky130_fd_sc_hd__mux2i_1,82
sky130_fd_sc_hd__o21ai_1,85
sky130_fd_sc_hd__nand3_1,926
sky130_fd_sc_hd__o211ai_1,74
sky130_fd_sc_hd__a22oi_1,402
sky130_fd_sc_hd__dfrtp_1,1055
sky130_fd_sc_hd__o21ai_0,339
sky130_fd_sc_hd__buf_1,80
sky130_fd_sc_hd__a21oi_1,971
sky130_fd_sc_hd__and3_1,121
sky130_fd_sc_hd__xnor2_1,60
sky130_fd_sc_hd__inv_1,124
sky130_fd_sc_hd__o22ai_1,39
sky130_fd_sc_hd__clkbuf_1,553
sky130_fd_sc_hd__a221oi_1,91
sky130_fd_sc_hd__ha_1,152
==> critical path, delay by kind of cell <==
kind                     cells  cell delay (ns)
buffers and inverters        8             2.96
adder cells (fa/ha/maj)      2             0.79
AND/OR/NAND/NOR              7             2.79
AND-OR/OR-AND               11             2.75
==> per-stage QoR <==
stage	hold WS [ns]	util, %
5_1_grt	0.4131	45.98
2_1_floorplan	0.4512	-
4_1_cts	0.4037	45.98
3_3_place_gp	0.3872	43.49
6_report	0.4029	46.01
3_5_place_dp	0.3887	43.49
No activity file was given, so power comes from the tool's default toggle rates.
